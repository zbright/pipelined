**flow/run.sh**
```bash
#!/bin/bash
# OpenROAD 26Q1-2900-gdf79404cd8, Yosys 0.63+post, stock flow scripts
make -C /OpenROAD-flow-scripts/flow DESIGN_CONFIG=/design/flow/config.mk WORK_HOME=/design/flow/orfs finish
```
**flow/config.mk**
```make
export PLATFORM = sky130hd
export DESIGN_NAME = hazard_unit
export DESIGN_NICKNAME = hazard_unit
export VERILOG_FILES = /design/flow/design.v
export SDC_FILE = /design/flow/constraint.sdc
export NUM_CORES = 4
export LEC_CHECK = 1
export CORE_AREA = 10 10 70 70
export DIE_AREA = 0 0 80 80
```
**flow/constraint.sdc**
```tcl
current_design hazard_unit

set clk_period 3.2
set clk_io_pct 0.2

create_clock -name clk0 -period $clk_period

set non_clock_inputs [all_inputs -no_clocks]
set_input_delay [expr $clk_period * $clk_io_pct] -clock clk0 $non_clock_inputs
set_output_delay [expr $clk_period * $clk_io_pct] -clock clk0 [all_outputs]
```
**flow/design.v**
```verilog
package cpu_types_pkg;
  parameter WORD_W    = 32;
  parameter WBYTES    = WORD_W/8;
  parameter OP_W      = 6;
  parameter REG_W     = 5;
  parameter SHAM_W    = REG_W;
  parameter FUNC_W    = OP_W;
  parameter IMM_W     = 16;
  parameter ADDR_W    = 26;
  parameter AOP_W     = 4;
  parameter ITAG_W    = 26;
  parameter IIDX_W    = 4;
  parameter IBLK_W    = 0;  
  parameter IBYT_W    = 2;
  parameter DTAG_W    = 26;
  parameter DIDX_W    = 3;
  parameter DBLK_W    = 1;
  parameter DBYT_W    = 2;
  parameter DWAY_ASS  = 2;
  typedef enum logic [OP_W-1:0] {
    RTYPE   = 6'b000000,
    J       = 6'b000010,
    JAL     = 6'b000011,
    BEQ     = 6'b000100,
    BNE     = 6'b000101,
    ADDI    = 6'b001000,
    ADDIU   = 6'b001001,
    SLTI    = 6'b001010,
    SLTIU   = 6'b001011,
    ANDI    = 6'b001100,
    ORI     = 6'b001101,
    XORI    = 6'b001110,
    LUI     = 6'b001111,
    LW      = 6'b100011,
    LBU     = 6'b100100,
    LHU     = 6'b100101,
    SB      = 6'b101000,
    SH      = 6'b101001,
    SW      = 6'b101011,
    LL      = 6'b110000,
    SC      = 6'b111000,
    HALT    = 6'b111111
  } opcode_t;
  typedef enum logic [FUNC_W-1:0] {
    SLL     = 6'b000000,
    SRL     = 6'b000010,
    JR      = 6'b001000,
    ADD     = 6'b100000,
    ADDU    = 6'b100001,
    SUB     = 6'b100010,
    SUBU    = 6'b100011,
    AND     = 6'b100100,
    OR      = 6'b100101,
    XOR     = 6'b100110,
    NOR     = 6'b100111,
    SLT     = 6'b101010,
    SLTU    = 6'b101011
  } funct_t;
  typedef enum logic [AOP_W-1:0] {
    ALU_SLL     = 4'b0000,
    ALU_SRL     = 4'b0001,
    ALU_ADD     = 4'b0010,
    ALU_SUB     = 4'b0011,
    ALU_AND     = 4'b0100,
    ALU_OR      = 4'b0101,
    ALU_XOR     = 4'b0110,
    ALU_NOR     = 4'b0111,
    ALU_SLT     = 4'b1010,
    ALU_SLTU    = 4'b1011
  } aluop_t;
  typedef logic [REG_W-1:0] regbits_t;
  typedef struct packed {
    opcode_t            opcode;
    logic [ADDR_W-1:0]  addr;
  } j_t;
  typedef struct packed {
    opcode_t            opcode;
    regbits_t           rs;
    regbits_t           rt;
    logic [IMM_W-1:0]   imm;
  } i_t;
  typedef struct packed {
    opcode_t            opcode;
    regbits_t           rs;
    regbits_t           rt;
    regbits_t           rd;
    logic [SHAM_W-1:0]  shamt;
    funct_t             funct;
  } r_t;
  typedef struct packed {
    logic [ITAG_W-1:0]  tag;
    logic [IIDX_W-1:0]  idx;
    logic [IBYT_W-1:0]  bytoff;
  } icachef_t;
  typedef struct packed {
    logic [DTAG_W-1:0]  tag;
    logic [DIDX_W-1:0]  idx;
    logic [DBLK_W-1:0]  blkoff;
    logic [DBYT_W-1:0]  bytoff;
  } dcachef_t;
  typedef logic [WORD_W-1:0] word_t;
  typedef enum logic [1:0] {
    FREE,
    BUSY,
    ACCESS,
    ERROR
  } ramstate_t;
endpackage
module hazard_unit (
    input logic         dmemREN,
    input logic         dmemWEN,
    input logic         dhit,
    input logic         ihit,
    input logic         halt,
    input logic         branch_flag,
    input logic         zero_flag,
    input logic [31:0]  imemload,
    input logic         id_ex_dmemren,
    input logic [4:0]   id_ex_rt,
    input logic [4:0]   if_id_rs,
    input logic [4:0]   if_id_rt,
	output logic        pc_wen,
    output logic        id_ex_flush,
    output logic        ex_mem_flush,
    output logic        if_id_flush,
	output logic        if_id_wen,
	output logic        id_ex_wen,
    output logic        ex_mem_wen,
    output logic        mem_wb_wen
);
logic data_stall;
logic flush;
logic use_after_load;
logic branch_flush;
logic jump_flush;
assign data_stall = (dmemREN || dmemWEN) && ~dhit;
assign branch_flush = (imemload[31:26] == 6'b000100 || imemload[31:26] == 6'b000101)  
                ? ~(branch_flag ^ zero_flag) : 0;
assign jump_flush = (imemload[31:26] == 6'b000010 || imemload[31:26] == 6'b000011
                    || (imemload[31:26] == 6'b000000 && imemload[5:0] == 6'b001000)) ? 1 : 0;
assign flush = branch_flush || jump_flush;
assign use_after_load = id_ex_dmemren && ((id_ex_rt == if_id_rt) || (id_ex_rt == if_id_rs));
assign pc_wen = (ihit || flush) && ~halt && ~data_stall && ~use_after_load;
assign if_id_wen = ~data_stall && ~use_after_load && ~halt;
assign id_ex_wen = ~data_stall && ~halt;
assign ex_mem_wen = ~data_stall && ~halt;
assign mem_wb_wen = ~data_stall && ~halt;
assign if_id_flush = flush || ~ihit;
assign id_ex_flush = flush || use_after_load;
assign ex_mem_flush = flush;
endmodule
```
==> impl_metrics.csv <==
group,metric,value,unit
timing,timing.final.crit_share,0.9590,
power,power_density,108.9,nW/µm²
power,cellLeakagePower,0.0003216,µW
placement,dp_cells,124,
yosys,synth_cells,34,
routing,postRouteWirelength,1254,µm
die,pin_count,63,
yosys,synth-seq-area-share,0,
cells_and_area,flops,0,
critical_path,cpLargestDelayFamily,"buffers and inverters",
yosys,syn_area_per_cell,7.029,µm²
critical_path,critPathMaxFanout,3,
critical_path,critical_path_arrival,2430,ps
timing,drv_slew,0,
timing,finalHoldViolCount,0,
cells_and_area,nFillCells,392,
power,power,84.05,µW
job,drv_cap,0,
critical_path,critical_path_class,"input pin to primary output",
yosys,topCellsByArea,"xnor2_1, buf_4, or2b_1",
routing,ant_nets,0,
timing,setup_violations,0,
cells_and_area,design_area,772.0,µm²
yosys,ys_sh_mux,0,
critical_path,crit_slowest_cell,"or4b_4",
timing,setup_slack,131.1,ps
placement,placed_cell_area,734.5,µm²
die,fp.dieW,80,µm
cells_and_area,final_common_cell,"clkdlybuf4s50_1",
yosys,ys_cells,34,
timing,max_slew_margin,0.8300,
placement,port_buffers,43,
placement,gp_congestion,0.6833,
yosys,synthSimpleGateAreaFrac,0.3141,
yosys,synthDistinctLibCells,16,
timing,tightest_slew,253.0,ps
yosys,synthAoiAreaFrac,0.1728,
die,coreArea,3416,µm²
job,warnings,52,
timing,timing.fmax,0.3258,GHz
routing,wl_per_cell,10.03,µm
cells_and_area,areaGrowthSynthToFinish,223.0,%
min_path,hp-class,"input pin to primary output",
die,floorplan.rows,21,
cells_and_area,final_layout_size_suffix_gt1_frac,0.1392,
die,fp.dieH,80,µm
routing,vias_per_cell,3.144,
critical_path,end_kind,"primary output",
cells_and_area,mostFrequentLayoutCells,"clkdlybuf4s50_1, xnor2_1, buf_4",
placement,dp_hpwl,1231,µm
critical_path,worstPathRequired,2560,ps
critical_path,worstSetupStartpointType,"input pin",
cells_and_area,n_clock_buffer,0,
yosys,top_cell_area_share,0.3665,
global_routing,grt_max_degree,4,
outcome,status,"complete, no violations",
timing,min_period,3069,ps
routing,diodes,0,
routing,drc,0,
critical_path,cpPeakStageDelay,540,ps
yosys,syn_area,239.0,µm²
global_routing,grt_pass1_vias,449,
global_routing,grt_use_total,0.03833,
critical_path,crit_chain,"clkdlybuf4s50_1 > or4b_4 > o22ai_4 > o21ai_2 > buf_4 > a211oi_2 > dlygate4sd2_1",
yosys,adder_share,0,
yosys,synthTopLogicFamily,"XOR/XNOR gates",
critical_path,crit_buf_inv,3,
placement,pre_cts_ws,-44.62,ps
die,fp_util,0.06996,
global_routing,grt_antenna_before_repair,0,
routing,drt_iter0_markers,3,
die,die-area,6400,µm²
cells_and_area,seq_area,0,µm²
cells_and_area,final_cells,125,
yosys,yosys_area,239.0,µm²
timing,fin_tns_setup,0,ps
yosys,synth_xor_xnor_area_share,0.4031,
power,peakVddDrop,0.00003538,V
routing,drt_pass1_iterations,2,
routing,dr_total_vias,393,
global_routing,grt_first_pass_wirelength,2083,µm
yosys,yosys_warnings,0,
timing,rsz0062_at_grt,"false",
yosys,top_area_cell,"xnor2_1",
global_routing,globalRouteOverflowTotal,0,
-- power breakdown --
part | total [µW] | internal (µW) | switching (µW)
combinational | 84.0 | 62.5 | 21.6
sequential | 0 | 0 | 0
clock | 0 | 0 | 0
-- layout make-up --
type	instances	area [µm²]	share of cell area
repair buffers	47	466.7	0.6045
well taps	46	57.56	0.07455
inverters	3	11.26	0.01459
multi-input cells	29	236.5	0.3063
-- cells in the mapped netlist --
master    count
nand2_1       3
buf_4         2
nor3_1        1
nand4_1       2
o22ai_1       2
a211oi_2      1
or4b_1        1
o21ai_2       1
xnor2_1      10
nor2b_1       1
inv_1         3
nor2_1        2
or2b_1        2
o21bai_1      1
or4_1         1
xor2_1        1
-- cell families after synthesis --
kind of cell,after synthesis
AND/OR/NAND/NOR,13
XOR/XNOR,11
AND-OR/OR-AND,5
buffers and inverters,5
-- through the flow --
| stage | utilization | hold WS [ps] |
|---|---|---|
| after global routing | 0.2260 | 1916 |
| after detailed placement | 0.2150 | 2234 |
| after floorplan | - | 1295 |
| after CTS | 0.2165 | 2097 |
| final | 0.2260 | 1884 |
| after global placement | 0.2150 | 2220 |
-- metal layers --
metal / global-route usage / vias up / routed length (µm)
li1: - / 204 / -
met1: 0.04614 / 170 / 493
met2: 0.06902 / 19 / 665
met3: 0.01136 / 0 / 95
met4: 0 / 0 / 0
met5: 0 / - / 0
-- final timing paths --
kind / to / startpoint / slack (ps) / cells after the start
min: if_id_flush / ihit / 1880 / 3
max: pc_wen / imemload[5] / 130 / 7
-- repair_timing --
| action | in CTS | in global routing |
|---|---|---|
| resized | 2 | 8 |
| buffers inserted | 0 | 1 |
| setup endpoints to repair | 1 | 3 |
| hold buffers | 0 | 0 |
| gates cloned | 0 | 0 |
| pin swaps | 1 | 3 |
Power figures rest on the tool's default switching activity, not on a simulated workload.
