--- config.mk ---
export PLATFORM = sky130hd
export DESIGN_NAME = alu_b_mux
export DESIGN_NICKNAME = alu_b_mux
export VERILOG_FILES = /design/flow/design.v
export SDC_FILE = /design/flow/constraint.sdc
export NUM_CORES = 4
export LEC_CHECK = 1
export CORE_AREA = 10 10 99 99
export DIE_AREA = 0 0 109 109
--- design.v ---
package cpu_types_pkg;
  parameter WORD_W    = 32;
  parameter WBYTES    = WORD_W/8;
  parameter OP_W      = 6;
  parameter REG_W     = 5;
  parameter SHAM_W    = REG_W;
  parameter FUNC_W    = OP_W;
  parameter IMM_W     = 16;
  parameter ADDR_W    = 26;
  parameter AOP_W     = 4;
  parameter ITAG_W    = 26;
  parameter IIDX_W    = 4;
  parameter IBLK_W    = 0;  
  parameter IBYT_W    = 2;
  parameter DTAG_W    = 26;
  parameter DIDX_W    = 3;
  parameter DBLK_W    = 1;
  parameter DBYT_W    = 2;
  parameter DWAY_ASS  = 2;
  typedef enum logic [OP_W-1:0] {
    RTYPE   = 6'b000000,
    J       = 6'b000010,
    JAL     = 6'b000011,
    BEQ     = 6'b000100,
    BNE     = 6'b000101,
    ADDI    = 6'b001000,
    ADDIU   = 6'b001001,
    SLTI    = 6'b001010,
    SLTIU   = 6'b001011,
    ANDI    = 6'b001100,
    ORI     = 6'b001101,
    XORI    = 6'b001110,
    LUI     = 6'b001111,
    LW      = 6'b100011,
    LBU     = 6'b100100,
    LHU     = 6'b100101,
    SB      = 6'b101000,
    SH      = 6'b101001,
    SW      = 6'b101011,
    LL      = 6'b110000,
    SC      = 6'b111000,
    HALT    = 6'b111111
  } opcode_t;
  typedef enum logic [FUNC_W-1:0] {
    SLL     = 6'b000000,
    SRL     = 6'b000010,
    JR      = 6'b001000,
    ADD     = 6'b100000,
    ADDU    = 6'b100001,
    SUB     = 6'b100010,
    SUBU    = 6'b100011,
    AND     = 6'b100100,
    OR      = 6'b100101,
    XOR     = 6'b100110,
    NOR     = 6'b100111,
    SLT     = 6'b101010,
    SLTU    = 6'b101011
  } funct_t;
  typedef enum logic [AOP_W-1:0] {
    ALU_SLL     = 4'b0000,
    ALU_SRL     = 4'b0001,
    ALU_ADD     = 4'b0010,
    ALU_SUB     = 4'b0011,
    ALU_AND     = 4'b0100,
    ALU_OR      = 4'b0101,
    ALU_XOR     = 4'b0110,
    ALU_NOR     = 4'b0111,
    ALU_SLT     = 4'b1010,
    ALU_SLTU    = 4'b1011
  } aluop_t;
  typedef logic [REG_W-1:0] regbits_t;
  typedef struct packed {
    opcode_t            opcode;
    logic [ADDR_W-1:0]  addr;
  } j_t;
  typedef struct packed {
    opcode_t            opcode;
    regbits_t           rs;
    regbits_t           rt;
    logic [IMM_W-1:0]   imm;
  } i_t;
  typedef struct packed {
    opcode_t            opcode;
    regbits_t           rs;
    regbits_t           rt;
    regbits_t           rd;
    logic [SHAM_W-1:0]  shamt;
    funct_t             funct;
  } r_t;
  typedef struct packed {
    logic [ITAG_W-1:0]  tag;
    logic [IIDX_W-1:0]  idx;
    logic [IBYT_W-1:0]  bytoff;
  } icachef_t;
  typedef struct packed {
    logic [DTAG_W-1:0]  tag;
    logic [DIDX_W-1:0]  idx;
    logic [DBLK_W-1:0]  blkoff;
    logic [DBYT_W-1:0]  bytoff;
  } dcachef_t;
  typedef logic [WORD_W-1:0] word_t;
  typedef enum logic [1:0] {
    FREE,
    BUSY,
    ACCESS,
    ERROR
  } ramstate_t;
endpackage
module alu_b_mux (
            input logic [1:0] forwardb,
            input logic [31:0] rdat_two_id_ex_output,
            input logic [31:0] aluresult_ex_mem_output,
            input logic [31:0] upper16_ex_mem_output,
            input logic [31:0] writedata_output,
            output logic [31:0] alu_b_mux_output
   );
always_comb
    begin
        if (forwardb == 2'b00) begin
            alu_b_mux_output = rdat_two_id_ex_output;
        end else if (forwardb == 2'b01) begin
            alu_b_mux_output = aluresult_ex_mem_output;
        end else if (forwardb == 2'b10) begin
            alu_b_mux_output = writedata_output;
        end else if (forwardb == 2'b11) begin
            alu_b_mux_output = upper16_ex_mem_output;
        end else begin
            alu_b_mux_output = rdat_two_id_ex_output;
        end
    end
endmodule
--- run.sh ---
#!/bin/bash
# OpenROAD 26Q1-2900-gdf79404cd8, Yosys 0.63+post, stock flow scripts
make -C /OpenROAD-flow-scripts/flow DESIGN_CONFIG=/design/flow/config.mk WORK_HOME=/design/flow/orfs finish
--- constraint.sdc ---
current_design alu_b_mux

set clk_period 2.2
set clk_io_pct 0.2

create_clock -name clk0 -period $clk_period

set non_clock_inputs [all_inputs -no_clocks]
set_input_delay [expr $clk_period * $clk_io_pct] -clock clk0 $non_clock_inputs
set_output_delay [expr $clk_period * $clk_io_pct] -clock clk0 [all_outputs]
==> results.toml <==
# synthesis and place-and-route metrics
[final_timing]
final-hold-violation-count = 0
setup_viol = 0
fmax_ghz = 0.456
worst_pin_slew_ns = 0.128
rsz0062_at_grt = "no"
hold_ws_ns = 1.41
relSlewSlack_pct = 91.5
period_used_pct = 99.6
min_period_ns = 2.19
slew_violations = 0

[final_layout]
drive_above_1_share_pct = 19.4
final_cells = 303
clock_buffers = 0
comb_area_um2 = 728
fin_util_pct = 33.5
area_growth_pct = 218
fillCellCount = 770
regArea_um2 = 0
seq_cells = 0

[critical_path]
cp.arrival_ns = 1.75
cpMostUsedCell = "clkdlybuf4s50_1"
critical_path_required_ns = 1.76
start_kind = "input pin"
slowest_stage = "mux4_2"
critical_path.endpoint_type = "output pin"
crit_fanout = 1
path_cells = "clkdlybuf4s50_1 > mux4_2 > clkdlybuf4s50_1"
slowest_delay_ns = 0.47
critical_path_class = "input pin to output pin"

[floorplan]
io_pins = 162
initial_core_util_pct = 10.5
core-area_um2 = 7730
die_area_um2 = 11900
die_x_um = 109
rows = 32
die_y_um = 109

[global_route]
antenna_found_initial = 0
first_global_vias = 1351
track_usage_pct = 10.7
grt-ovfl-total = 0
grt_max_degree = 12
grt_pass1_wl_mm = 9.14

[detailed_routing]
drtIter0Drc = 37
vias_per_cell = 3.84
drc_errors = 0
via_count = 1164
wl_per_cell_um = 22.4
antenna-diode-count = 0
drtAntennaViolNets = 0
firstDrtPassIters = 4
totalWireLength_mm = 6.80

[place]
port_buffers = 162
dp.cells = 302
dp_hpwl_mm = 6.26
gp_congestion = 0.900

[logic_synthesis]
syn_inst = 39
synth_cell_type_count = 5
top_cell_area_share_pct = 82.9
ys_cells = 39
synth_top_cell_by_area = "mux4_2"
synth_dominant_cell_count = "mux4_2"
synth.top_cells.by_area = "mux4_2, buf_12, mux4_1, buf_2, buf_6"
ys.warnings.count = 1
syn_area_um2 = 815
synthTopCellsByCount = "mux4_2, buf_12, buf_2"
ys_seq_share_pct = 0
ys_chip_area_um2 = 815
syn_avg_cell_area_um2 = 20.9

[pwr]
combPwrFrac_pct = 100.0
p_per_area_nw_per_um2 = 183
ir_drop_v = 0.0000689
seqPwrFrac_pct = 0
fin_total_pwr_uw = 473
p_sw_uw = 99.1
p_sw_share_pct = 20.9
clkPwrFrac_pct = 0
intPower_uw = 374
total_leakage_power_uw = 0.00104

[run_status]
run_status = "finished clean"

[run]
warning_count = 33
drv_cap = 0

[min_path]
min-delay-start = "aluresult_ex_mem_output[22]"
hold_path.class = "input pin to output pin"
hold_path_end = "alu_b_mux_output[22]"
hold_depth = 3
worst max-delay path: cells and delay by family:
kind                   cells  cell delay (ns)
buffers and inverters      2             0.84
muxes                      1             0.47
layer usage:
layer	track usage, %	wire [µm]
met2	21.1	4020
met5	0	0
met1	11.3	2240
met3	3.17	503
met4	0.377	27
placed cells by master, fill, tap and decap left out, drive strengths merged:
cell and n:
dlymetal6s2s 11, clkdlybuf4s50 129, mux4 32, buf 7
bufbuf 1, clkdlybuf4s15 1, dlygate4sd2 20
what timing repair did:
item                       4_1_cts  5_1_grt
gates resized                   29       12
hold buffers                     0        0
setup endpoints to repair       32       12
buffers inserted                 0        0
cloned                           1        0
per-stage QoR:
| step | area (µm²) | setup TNS (ns) | setup WS, ns |
|---|---|---|---|
| global placement | 2530 | -5.45 | -0.219 |
| finish | 2590 | 0 | 0.00858 |
| global route | 2590 | 0 | 0.000398 |
| CTS | 2560 | -0.0295 | -0.0147 |
| floorplan | 815 | 0 | 0.603 |
| detailed placement | 2530 | -5.50 | -0.220 |
final cells by class:
class | instances | area share, %
timing repair buffer | 169 | 67.0
tap | 102 | 4.93
multi-input combinational | 32 | 28.1
how the worst max path moves through the flow:
stage | from | slack, ns | to | cells after the start
after CTS | rdat_two_id_ex_output[29] | -0.01 | alu_b_mux_output[29] | 3
after global routing | upper16_ex_mem_output[11] | 0.0004 | alu_b_mux_output[11] | 3
final | upper16_ex_mem_output[11] | 0.009 | alu_b_mux_output[11] | 3
logic make-up (layout without fill, tap and decap cells):
| logic type | count (synthesis) | count (layout) | synth area share (%) |
|---|---|---|---|
| buf+inv | 7 | 169 | 10.6 |
| mux | 32 | 32 | 89.4 |
power groups by stage:
| stage | logic, µW | clock network, µW | registers [µW] |
|---|---|---|---|
| 4_1_cts | 490 | 0 | 0 |
| 6_report | 473 | 0 | 0 |
| 5_1_grt | 504 | 0 | 0 |
Power figures rest on the tool's default switching activity, not on a simulated workload.
