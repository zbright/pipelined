File: /design/flow/constraint.sdc
current_design alu_a_mux

set clk_period 2.7
set clk_io_pct 0.2

create_clock -name clk0 -period $clk_period

set non_clock_inputs [all_inputs -no_clocks]
set_input_delay [expr $clk_period * $clk_io_pct] -clock clk0 $non_clock_inputs
set_output_delay [expr $clk_period * $clk_io_pct] -clock clk0 [all_outputs]
File: /design/flow/run.sh
#!/bin/bash
# OpenROAD 26Q1-2900-gdf79404cd8, Yosys 0.63+post, stock flow scripts
make -C /OpenROAD-flow-scripts/flow DESIGN_CONFIG=/design/flow/config.mk WORK_HOME=/design/flow/orfs finish
File: /design/flow/config.mk
export PLATFORM = sky130hd
export DESIGN_NAME = alu_a_mux
export DESIGN_NICKNAME = alu_a_mux
export VERILOG_FILES = /design/flow/design.v
export SDC_FILE = /design/flow/constraint.sdc
export NUM_CORES = 4
export LEC_CHECK = 1
export CORE_AREA = 10 10 90 90
export DIE_AREA = 0 0 100 100
File: /design/flow/design.v
package cpu_types_pkg;
  parameter WORD_W    = 32;
  parameter WBYTES    = WORD_W/8;
  parameter OP_W      = 6;
  parameter REG_W     = 5;
  parameter SHAM_W    = REG_W;
  parameter FUNC_W    = OP_W;
  parameter IMM_W     = 16;
  parameter ADDR_W    = 26;
  parameter AOP_W     = 4;
  parameter ITAG_W    = 26;
  parameter IIDX_W    = 4;
  parameter IBLK_W    = 0;  
  parameter IBYT_W    = 2;
  parameter DTAG_W    = 26;
  parameter DIDX_W    = 3;
  parameter DBLK_W    = 1;
  parameter DBYT_W    = 2;
  parameter DWAY_ASS  = 2;
  typedef enum logic [OP_W-1:0] {
    RTYPE   = 6'b000000,
    J       = 6'b000010,
    JAL     = 6'b000011,
    BEQ     = 6'b000100,
    BNE     = 6'b000101,
    ADDI    = 6'b001000,
    ADDIU   = 6'b001001,
    SLTI    = 6'b001010,
    SLTIU   = 6'b001011,
    ANDI    = 6'b001100,
    ORI     = 6'b001101,
    XORI    = 6'b001110,
    LUI     = 6'b001111,
    LW      = 6'b100011,
    LBU     = 6'b100100,
    LHU     = 6'b100101,
    SB      = 6'b101000,
    SH      = 6'b101001,
    SW      = 6'b101011,
    LL      = 6'b110000,
    SC      = 6'b111000,
    HALT    = 6'b111111
  } opcode_t;
  typedef enum logic [FUNC_W-1:0] {
    SLL     = 6'b000000,
    SRL     = 6'b000010,
    JR      = 6'b001000,
    ADD     = 6'b100000,
    ADDU    = 6'b100001,
    SUB     = 6'b100010,
    SUBU    = 6'b100011,
    AND     = 6'b100100,
    OR      = 6'b100101,
    XOR     = 6'b100110,
    NOR     = 6'b100111,
    SLT     = 6'b101010,
    SLTU    = 6'b101011
  } funct_t;
  typedef enum logic [AOP_W-1:0] {
    ALU_SLL     = 4'b0000,
    ALU_SRL     = 4'b0001,
    ALU_ADD     = 4'b0010,
    ALU_SUB     = 4'b0011,
    ALU_AND     = 4'b0100,
    ALU_OR      = 4'b0101,
    ALU_XOR     = 4'b0110,
    ALU_NOR     = 4'b0111,
    ALU_SLT     = 4'b1010,
    ALU_SLTU    = 4'b1011
  } aluop_t;
  typedef logic [REG_W-1:0] regbits_t;
  typedef struct packed {
    opcode_t            opcode;
    logic [ADDR_W-1:0]  addr;
  } j_t;
  typedef struct packed {
    opcode_t            opcode;
    regbits_t           rs;
    regbits_t           rt;
    logic [IMM_W-1:0]   imm;
  } i_t;
  typedef struct packed {
    opcode_t            opcode;
    regbits_t           rs;
    regbits_t           rt;
    regbits_t           rd;
    logic [SHAM_W-1:0]  shamt;
    funct_t             funct;
  } r_t;
  typedef struct packed {
    logic [ITAG_W-1:0]  tag;
    logic [IIDX_W-1:0]  idx;
    logic [IBYT_W-1:0]  bytoff;
  } icachef_t;
  typedef struct packed {
    logic [DTAG_W-1:0]  tag;
    logic [DIDX_W-1:0]  idx;
    logic [DBLK_W-1:0]  blkoff;
    logic [DBYT_W-1:0]  bytoff;
  } dcachef_t;
  typedef logic [WORD_W-1:0] word_t;
  typedef enum logic [1:0] {
    FREE,
    BUSY,
    ACCESS,
    ERROR
  } ramstate_t;
endpackage
module alu_a_mux (
            input logic [1:0] forwarda,
            input logic [31:0] rdat_one_id_ex_output,
            input logic [31:0] aluresult_ex_mem_output,
            input logic [31:0] upper16_ex_mem_output,
            input logic [31:0] writedata_output,
            output logic [31:0] alu_a_mux_output
   );
always_comb
    begin
        if (forwarda == 2'b00) begin
            alu_a_mux_output = rdat_one_id_ex_output;
        end else if (forwarda == 2'b01) begin
            alu_a_mux_output = aluresult_ex_mem_output;
        end else if (forwarda == 2'b10) begin
            alu_a_mux_output = writedata_output;
        end else if (forwarda == 2'b11) begin
            alu_a_mux_output = upper16_ex_mem_output;
        end else begin
            alu_a_mux_output = rdat_one_id_ex_output;
        end
    end
endmodule
==> impl_metrics.xml <==
<?xml version="1.0" encoding="UTF-8"?>
<metrics>
  <group name="place">
    <metric name="gp_routability_congestion" unit="">0.882</metric>
    <metric name="postPlaceCellArea" unit="µm²">2500</metric>
    <metric name="post-place-ws" unit="ns">0.0921</metric>
    <metric name="io_buffers" unit="">162</metric>
    <metric name="dp_hpwl" unit="mm">5.54</metric>
  </group>
  <group name="route">
    <metric name="drt_drc_violations_left" unit="">0</metric>
    <metric name="routed_wire_length_per_instance" unit="µm">21.8</metric>
    <metric name="detail_route.wirelength" unit="mm">5.96</metric>
    <metric name="num_vias" unit="">1168</metric>
    <metric name="viasPerCell" unit="">4.26</metric>
    <metric name="antenna_cells" unit="">0</metric>
    <metric name="detailedRoute.firstIterationViolations" unit="">32</metric>
    <metric name="first_pass_iters" unit="">4</metric>
    <metric name="postRouteAntennaNets" unit="">0</metric>
  </group>
  <group name="clock_tree">
    <metric name="cts_hold_repair.buffers" unit="">0</metric>
    <metric name="cts.repair.resized" unit="">0</metric>
    <metric name="post-cts-setup-buffer-count" unit="">0</metric>
  </group>
  <group name="global_route">
    <metric name="groute.usage.overall" unit="%">11.2</metric>
    <metric name="grt_antenna_before_repair" unit="">0</metric>
    <metric name="grt_overflow" unit="">0</metric>
    <metric name="number_of_global_route_vias_before_repair" unit="">1337</metric>
    <metric name="grt_max_degree" unit="">33</metric>
    <metric name="grt_pass1_wl" unit="mm">8.56</metric>
  </group>
  <group name="final_timing">
    <metric name="timing.final.max_slew_violations" unit="">0</metric>
    <metric name="setup-violations-final" unit="">0</metric>
    <metric name="finalHoldWorstSlack" unit="ns">1.97</metric>
    <metric name="worst_pin_slew" unit="ns">0.189</metric>
    <metric name="final_critical_path_setup_slack" unit="ns">0.0976</metric>
    <metric name="final.min_clock_period" unit="ns">2.60</metric>
    <metric name="report.final.hold_viol_count" unit="">0</metric>
    <metric name="min_period_over_period" unit="%">96.4</metric>
    <metric name="tns" unit="ns">0</metric>
    <metric name="max_clock_freq" unit="MHz">384</metric>
    <metric name="rsz0062_at_grt" unit="">false</metric>
    <metric name="worst_slew_margin_rel" unit="%">87.4</metric>
  </group>
  <group name="synthesis">
    <metric name="yosys.stat.seqShare" unit="%">0</metric>
    <metric name="syn_avg_cell_area" unit="µm²">20.9</metric>
    <metric name="post_synth_instance_area" unit="µm²">815</metric>
    <metric name="synth.cellmix.adderShare" unit="%">0</metric>
    <metric name="post-synth-top-area-cell" unit="">sky130_fd_sc_hd__mux4_2</metric>
    <metric name="netlist_instances" unit="">39</metric>
    <metric name="yosysWarningCount" unit="">1</metric>
    <metric name="yosysUniqueCellTypes" unit="">5</metric>
    <metric name="synthXorXnorAreaFrac" unit="%">0</metric>
    <metric name="synth.yosys.chip_area" unit="µm²">815</metric>
    <metric name="synth.cellmix.simpleShare" unit="%">0</metric>
    <metric name="synth_mux_share" unit="%">89.4</metric>
    <metric name="synth_stat.cells" unit="">39</metric>
    <metric name="netlist_top_cells_area" unit="">sky130_fd_sc_hd__mux4_2, sky130_fd_sc_hd__buf_12, sky130_fd_sc_hd__mux4_1</metric>
    <metric name="synthDominantCellAreaShare" unit="%">82.9</metric>
    <metric name="synth.logic.top_family" unit="">multiplexers</metric>
    <metric name="yosys_aoi_share" unit="%">0</metric>
  </group>
  <group name="floorplanning">
    <metric name="core_area" unit="µm²">6280</metric>
    <metric name="die_w" unit="µm">100</metric>
    <metric name="floorplan.core_util" unit="%">13.0</metric>
    <metric name="fp.dieH" unit="µm">100</metric>
    <metric name="ios" unit="">162</metric>
    <metric name="num_rows" unit="">29</metric>
    <metric name="chipArea" unit="µm²">10000</metric>
  </group>
  <group name="worst_setup_path">
    <metric name="signal_arrival_time_at_the_worst_endpoint" unit="ns">2.06</metric>
    <metric name="cp_data_required_time" unit="ns">2.16</metric>
    <metric name="crit_fanout" unit="">32</metric>
    <metric name="crit_path_end_kind" unit="">primary output</metric>
    <metric name="cp_launch_type" unit="">input pin</metric>
    <metric name="critical_path_class" unit="">in2out</metric>
  </group>
  <group name="cells_and_area">
    <metric name="fillCellCount" unit="">576</metric>
    <metric name="n_clock_buffer" unit="">0</metric>
    <metric name="final_layout_size_suffix_gt1_share" unit="%">17.3</metric>
    <metric name="final_design_area_no_fill" unit="µm²">2500</metric>
    <metric name="logic_area" unit="µm²">728</metric>
    <metric name="area.growth.synth_to_final" unit="%">207</metric>
    <metric name="regArea" unit="µm²">0</metric>
    <metric name="flops" unit="">0</metric>
  </group>
  <group name="job">
    <metric name="cap_violations" unit="">0</metric>
    <metric name="openroad.warnings" unit="">32</metric>
  </group>
  <group name="hold_path">
    <metric name="hold-path-cell-count" unit="">3</metric>
    <metric name="timing.hold.worst.class" unit="">in2out</metric>
  </group>
  <group name="pwr">
    <metric name="lkg_pwr" unit="nW">0.874</metric>
    <metric name="vdd.ir_drop.worst" unit="mV">0.0831</metric>
    <metric name="power_density" unit="nW/µm²">160</metric>
  </group>
  <group name="status">
    <metric name="outcome" unit="">completed</metric>
  </group>
</metrics>
## report_power, final
part	leakage (nW)	internal, W	switching [W]
Clock	0	0	0
Sequential	0	0	0
Combinational	0.874	0.000322	0.0000788
## cells in the mapped netlist
cell type and count:
sky130_fd_sc_hd__buf_6 1, sky130_fd_sc_hd__mux4_1 2, sky130_fd_sc_hd__buf_12 3, sky130_fd_sc_hd__buf_2 3
sky130_fd_sc_hd__mux4_2 30
## metrics by stage
step / util (%) / total power (W) / std cells
final: 39.8 / 0.000401 / 274
after global routing: 39.8 / 0.000426 / 274
after CTS: 39.8 / 0.000407 / 274
after detailed placement: 39.8 / 0.000406 / 274
after global placement: 39.8 / 0.000407 / 274
after floorplan: - / 0.000105 / 39
## layout by cell type (no fill, tap or decap)
cell / count
sky130_fd_sc_hd__mux4_2: 30
sky130_fd_sc_hd__mux4_1: 2
sky130_fd_sc_hd__buf_2: 1
sky130_fd_sc_hd__clkdlybuf4s50_1: 161
sky130_fd_sc_hd__buf_12: 3
## cell families after synthesis
group    Yosys count
mux               32
buf+inv            7
## layout make-up
type                       count  area share [%]
multi-input combinational     32            29.1
timing repair buffer         165            67.0
tap                           77            3.85
## layer usage
layer / vias to the layer above / GRT usage, % / wire [µm]
met4: 0 / 0.435 / 27
met3: 2 / 3.89 / 592
met2: 90 / 20.6 / 3100
li1: 524 / - / -
met1: 552 / 13.0 / 2240
met5: - / 0 / 0
## worst paths after layout
check / start / slack (ns) / to
setup / recovery: forwarda[0] / 0.1 / alu_a_mux_output[8]
hold / removal: forwarda[1] / 1.97 / alu_a_mux_output[26]
## worst max-delay path, stage by stage
cell and delay, ns:
sky130_fd_sc_hd__clkdlybuf4s50_1 0.50, sky130_fd_sc_hd__buf_12 0.22, sky130_fd_sc_hd__mux4_2 0.35, sky130_fd_sc_hd__clkdlybuf4s50_1 0.43
Power figures rest on the tool's default switching activity, not on a simulated workload.
